$ cat flow/design.v
module matkey (
    input clk,
    input [3:0] row,
    output reg [3:0] col,
    output reg [3:0] ctrl,
    output [7:0] segment
);
reg [7:0] display ;
initial col = 4'b0001;
always @(posedge clk) ctrl = 4'b1110;
always @(posedge clk) begin
    case (col)
        4'b0001: case (row)
            row[0]: display = 8'b11111100; 
            row[1]: display = 8'b01100110; 
            row[2]: display = 8'b11111110; 
            row[3]: display = 8'b10011100; 
        endcase 
        4'b0010: case (row)
            row[0]: display = 8'b01100000; 
            row[1]: display = 8'b10110110; 
            row[2]: display = 8'b11110110; 
            row[3]: display = 8'b01111010; 
        endcase 
        4'b0100: case (row)
            row[0]: display = 8'b11011010; 
            row[1]: display = 8'b10111110; 
            row[2]: display = 8'b11101110; 
            row[3]: display = 8'b10011110; 
        endcase 
        4'b1000: case (row)
            row[0]: display = 8'b11110010; 
            row[1]: display = 8'b11100000; 
            row[2]: display = 8'b00111110; 
            row[3]: display = 8'b10001110; 
        endcase
    endcase
    col = ({col[2:0],col[3]});
end
assign segment = display;
endmodule
$ cat flow/run.sh
#!/bin/bash
# OpenROAD 26Q1-2900-gdf79404cd8, Yosys 0.63+post, stock flow scripts
make -C /OpenROAD-flow-scripts/flow DESIGN_CONFIG=/design/flow/config.mk WORK_HOME=/design/flow/orfs finish
$ cat flow/config.mk
export PLATFORM = sky130hd
export DESIGN_NAME = matkey
export DESIGN_NICKNAME = matkey
export VERILOG_FILES = /design/flow/design.v
export SDC_FILE = /design/flow/constraint.sdc
export NUM_CORES = 4
export LEC_CHECK = 1
export CORE_AREA = 10 10 70 70
export DIE_AREA = 0 0 80 80
$ cat flow/constraint.sdc
current_design matkey

set clk_period 2.5
set clk_io_pct 0.2

create_clock -name clk0 -period $clk_period [get_ports {clk}]

set non_clock_inputs [all_inputs -no_clocks]
set_input_delay [expr $clk_period * $clk_io_pct] -clock clk0 $non_clock_inputs
set_output_delay [expr $clk_period * $clk_io_pct] -clock clk0 [all_outputs]
==> summary.txt <==
Numbers from the implementation run.

The weighted congestion at the end of routability-driven global placement is 0.7972. Per the OpenROAD floorplan log, the height of the die is 80 µm. Setup repair after global routing left no endpoint under its margin. For this design, the CTS-stage hold fixing added 0 buffers.

The OpenROAD warning count is 26. Signal routing reaches up to met4. Per the run report, area growth between synthesis and finish was 40.92%. Buffers placed on the I/O ports in this run total 14. The DRC marker count from the first detailed-route iteration is 13. The worst-skew pair later-pin latency is 0.26 ns. The tree is rooted in a sky130_fd_sc_hd__clkbuf_4. For the final routed database, the setup TNS stands at 0 ns. The post-CTS repair timing setup buffer count is 0. The script extracted a total leakage power of 0.2322 nW. The total of cells resized after clock tree synthesis is 0. The post-route report lists met1 wire length as 455 µm. The count of nets left with antenna violations once routing finished came out at 0. In this run the deepest clock path goes through 2 buffers.

The standard cell core area is 3416 µm². The final max-slew violation count recorded for this run is 0. The nature of the critical path endpoint is an output port. The TritonCTS clock tree is yes.

The final antenna diode tally reported by the flow is 0. Entering global routing, the biggest net connects 11 pins. In the detailed route, the total length drawn on met3 is 172 µm. The number of global-route vias before repair is 310. The number of H-tree branching levels is 1. Per the layout report, the design carries 373 filler cells. The number of warnings issued by yosys is 1.

The critical path required time is 2.00 ns. Timing would allow up to 549.5 MHz. Per Yosys stat, the portion of area used by sequential elements is 59.34%. The area of the die is 6400 µm². The number of antenna violations at the first check in global routing is 0. The registers of the reported paths see a clock transition of 0.06 ns.

In the routed layout, each cell is associated on average with a via count of 3.292. In the final layout, flip-flops and latches occupy 290.3 µm². The share of post-route cells with drive strength above 1 is 10.00%. Measured along the x axis, the die boundary spans 80 µm. On the worst path, the slowest cell contributes a delay of 0.54 ns.

The class of the most critical setup path is reg -> out. According to the timing report, the critical path is launched from col[3]. Per the Yosys statistics, synthesis produced 44 cells.

The worst min-delay path startpoint is col[2]. TritonRoute reported its final design rule violation total as 0. The report lists the power per cell area as 479.0 nW/µm².

For this block, the via count after detailed routing is 349. Per STA, the worst path is made up of clkdlybuf4s50_1. The pre-CTS setup slack is 0.5628 ns. The script logs the mean routed wire length per placed instance as 9.274 µm. The number of failing hold endpoints at the final stage is 0. Clock skew on the completed layout was measured at 0.004539 ns. The first global-routing pass estimated 1455 µm of wire.

STA lists the startpoint of the worst register-to-register path as col[3]. The total routing resource utilization after global routing is 2.931%. The I/O pin total is 21. Max-cap violations in this run came to 0. The post-route clock period utilization is 72.80%. In the final report, the number of endpoints failing setup comes to 0.

The post-synthesis area per instance is 11.12 µm². The detailed router reported a total wirelength of 983 µm. Per the TritonCTS log, the buffer count is 3. For this run the aggregate overflow at the end of global routing stands at 0. The startpoint type of the worst setup path is a flip-flop. The area recorded from the Yosys report for this design is 489.2 µm².

The library cell used most frequently in the layout, excluding fill and tap cells, is sky130_fd_sc_hd__clkdlybuf4s50_1. The timing report attributes the biggest portion of critical-path delay to buffers and inverters. The routed wire length on met2 is 346 µm. The combined area of the multi-input logic cells is 163.9 µm². The buffering stage count on the worst path with inverters included is 1.

The first detailed-routing pass took 4 iterations. The post-synthesis cell area is 489.2 µm². The worst setup margin is 0.6800 ns. Per the synth log, the flip-flop and latch total comes to 11. The most common logic cells in the final layout are sky130_fd_sc_hd__clkdlybuf4s50_1, sky130_fd_sc_hd__edfxtp_1, sky130_fd_sc_hd__conb_1. The number of clock sinks seen by CTS is 11. The maximum vdd ir drop is 0.0001611 V. The cell type that accounts for the most area after synthesis is sky130_fd_sc_hd__edfxtp_1. The critical path maximum fanout is 10.

For this configuration, the core starts out at a cell density of 14.32%. The synthesized instance count is 44. The detailed placer's ending HPWL is 763.6 µm. The routed design could run at a clock period as short as 1.820 ns. The number of standard-cell rows in the floorplan is 21.

In the post-synthesis netlist, the biggest area contributors are sky130_fd_sc_hd__edfxtp_1, sky130_fd_sc_hd__dfxtp_1, sky130_fd_sc_hd__buf_4. The most critical min-delay path falls under reg -> reg. Looking at the critical path, the single cell with the biggest stage delay is sky130_fd_sc_hd__clkdlybuf4s50_1.

The run finished with clean final reports. The share of Yosys cell area claimed by the top area cell type is 42.97%. In this run, distinct cell masters in the synthesized netlist total 20. On the critical path the data arrives at 1.32 ns.
-- metal layers --
layer | global-route usage [%] | vias up
met5 | 0 | -
met4 | 0.3521 | 0
met3 | 2.955 | 2
met2 | 3.612 | 17
met1 | 3.584 | 149
li1 | - | 181
-- where the power goes --
part / total [mW] / internal [mW] / switching, mW / leakage, nW
Combinational: 0.0188 / 0.0134 / 0.00543 / 0.116
Clock: 0.114 / 0.0616 / 0.0522 / 0.0150
Sequential: 0.198 / 0.197 / 0.00106 / 0.101
Total: 0.330 / 0.272 / 0.0587 / 0.232
-- cell usage after synthesis --
library cell               number
sky130_fd_sc_hd__edfxtp_1       7
sky130_fd_sc_hd__buf_4          5
sky130_fd_sc_hd__dfxtp_1        4
sky130_fd_sc_hd__nand2_1        3
sky130_fd_sc_hd__nor3_1         3
sky130_fd_sc_hd__o21ai_0        3
sky130_fd_sc_hd__a21oi_1        2
sky130_fd_sc_hd__conb_1         2
sky130_fd_sc_hd__nand3_1        2
sky130_fd_sc_hd__nor2_1         2
sky130_fd_sc_hd__xor2_1         2
sky130_fd_sc_hd__and3_4         1
sky130_fd_sc_hd__buf_2          1
sky130_fd_sc_hd__inv_1          1
sky130_fd_sc_hd__nand3b_1       1
sky130_fd_sc_hd__nor3b_1        1
sky130_fd_sc_hd__o211ai_1       1
sky130_fd_sc_hd__o21ai_1        1
sky130_fd_sc_hd__o31a_1         1
sky130_fd_sc_hd__or3_4          1
-- flip-flops by register name, summed over array words and instances, names as in the netlist --
name / flops
col: 4
display: 7
-- logic make-up after synthesis --
kind of cell	count (synthesis)	synth area share (%)
other cells	2	1.535
buf+inv	7	9.462
flops	11	59.34
xor+xnor	2	3.581
compound gates	8	9.462
simple gates	14	16.62
-- layout make-up --
class                      count  area share [%]
inverter                       1          0.5445
tap                           46           8.348
timing repair buffer          15           21.42
sequential                    11           42.11
multi-input combinational     29           23.77
clock buffer                   4           3.811
-- worst paths after layout --
kind | end | slack [ns] | cells after the start
setup reg to reg | display[5] | 0.99 | 4
setup / recovery | col[3] | 0.68 | 1
hold reg to reg | col[3] | 0.47 | 0
hold / removal | col[3] | 0.47 | 0
-- per-stage QoR --
stage | hold slack, ns | total power, mW | instance area, µm² | util, % | instances
finish | 0.4702 | 0.3302 | 689.4 | 20.18 | 106
CTS | 0.4700 | 0.3353 | 689.4 | 20.18 | 106
floorplan | 0.3258 | 0.2100 | 500.5 | - | 47
detailed placement | 0.4529 | 0.2213 | 663.1 | 19.41 | 102
global placement | 0.4439 | 0.2210 | 663.1 | 19.41 | 102
global route | 0.4948 | 0.3494 | 689.4 | 20.18 | 106
Power figures rest on the tool's default switching activity, not on a simulated workload.
